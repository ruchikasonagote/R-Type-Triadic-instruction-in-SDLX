### flow/run.sh
#!/bin/bash
# OpenROAD 26Q1-2900-gdf79404cd8, Yosys 0.63+post, stock flow scripts
make -C /OpenROAD-flow-scripts/flow DESIGN_CONFIG=/design/flow/config.mk WORK_HOME=/design/flow/orfs finish
### flow/config.mk
export PLATFORM = sky130hd
export DESIGN_NAME = R_triadic
export DESIGN_NICKNAME = R_triadic
export VERILOG_FILES = /design/flow/design.v
export SDC_FILE = /design/flow/constraint.sdc
export NUM_CORES = 4
export LEC_CHECK = 1
export CORE_UTILIZATION = 30
### flow/constraint.sdc
current_design R_triadic

set clk_period 20.8
set clk_io_pct 0.2

create_clock -name clk0 -period $clk_period [get_ports {clk}]

set non_clock_inputs [all_inputs -no_clocks]
set_input_delay [expr $clk_period * $clk_io_pct] -clock clk0 $non_clock_inputs
set_output_delay [expr $clk_period * $clk_io_pct] -clock clk0 [all_outputs]
### flow/design.v
`timescale 1ns / 1ps
module ALU(A, B, ALU_ctrl, Y);
input [31:0]A, B;
input [5:0]ALU_ctrl;
output reg [31:0]Y;
reg signed [31:0] AA, BB;
always@(ALU_ctrl) begin
    AA = A; BB = B;
    case(ALU_ctrl)
        1:  Y = A + B;               
        2:  Y = A - B;               
        3:  Y = A & B;               
        4:  Y = A | B;               
        5:  Y = A ^ B;               
        6:  Y = A << B;      
        7:  Y = A >> B;     
        8:  Y = A >>> B;    
        9:  Y = {A[30:0],A[31]};     
        10: Y = {A[0], A[31:1]};     
        11: Y = (A[31])? ( (B[31])? (A>B): 1) : ( (B[31])? 0: (A>B) );           
        12: Y = (AA>BB)? 1:0;                                                    
        13: Y = (AA<=BB)? 1:0;                                                   
        14: Y = ~( (A[31])? ( (B[31])? (A>B): 1) : ( (B[31])? 0: (A>B) ) );      
        15:  Y = (A>B)? 1:0;         
        16:  Y = (A<B)? 1:0;         
        17:  Y = (A>=B)? 1:0;        
        18:  Y = (A<=B)? 1:0;        
        default: Y = 32'bzzzzzzzzzzzzzzzzzzzzzzzzzzzzzzzz;
    endcase
end
endmodule
`timescale 1ns / 1ps
module R_triadic(P, OUT, temp, clk, p5);
input clk,p5;
input[3:0]P;
reg [31:0] IR;
output reg [15:0] OUT;
 wire [31:0]Y;
input [7:0]temp;
wire [31:0] dout1, dout2;
always @*
    begin
    if (P[0]) begin
        IR[7:0] = temp;
    end
    else if (P[1]) begin
        IR[15:8] = temp;
    end
    else if (P[2]) begin
        IR[23:16] = temp;
    end
    else if (P[3]) begin
        IR[31:24] = temp;
    end
    if (p5) begin
      OUT = Y[15:0];
      end
    else begin
      OUT = Y[31:16];
    end
    end
Reg_File reg_32_32( .WE(1),.RD(IR[15:11]), .RS1(IR[25:21]), .RS2(IR[20:16]), .Dout_1(dout1), .Dout_2(dout2), .clk(clk), .Din(Y) );
ALU Alu(.A(dout1),  .B(dout2), .ALU_ctrl(IR[5:0]), .Y(Y) );
endmodule
`timescale 1ns / 1ps
module Reg_File(WE, RD, RS1, RS2, Din, Dout_1, Dout_2, clk);
input WE;
input clk;
input[4:0] RD, RS1, RS2;
input [31:0]Din;
output [31:0] Dout_1, Dout_2;
reg [31:0] RFile[31:0];
    initial RFile[0] = 0;    initial RFile[2] = 2;
    initial RFile[1] = 1;    initial RFile[3] = 3;
    initial RFile[4] = 4;    initial RFile[5] = 5;
    initial RFile[6] = 6;    initial RFile[7] = 7;
    initial RFile[8] = 8;    initial RFile[9] = 9;
    initial RFile[10] = 10;   initial RFile[11] = 11;
    initial RFile[12] = 12;    initial RFile[13] = 13;
    initial RFile[14] = 14;    initial RFile[15] = 15;
    initial RFile[16] = 16;    initial RFile[17] = 17;
    initial RFile[18] = 18;    initial RFile[19] = 19;
    initial RFile[20] = 20;    initial RFile[21] = 21;
    initial RFile[22] = 22;    initial RFile[23] = 23;
    initial RFile[24] = 24;    initial RFile[25] = 25;
    initial RFile[26] = 26;    initial RFile[27] = 27;
    initial RFile[28] = 28;    initial RFile[29] = 29;
    initial RFile[30] = 30;    initial RFile[31] = 31;
    assign Dout_1 = RFile[RS1];
    assign Dout_2 = RFile[RS2];
    always@(posedge clk)
    begin
        if(WE == 1'b1)
            begin
                RFile[RD] = Din;
            end
    end
endmodule
==> impl_metrics.py <==
# Synthesis and PnR figures
metrics = {
    "setup_path": {
        "setup.worst_path.end_class": "primary output",
        "worst_setup_path_start_kind": "register",
        "critical_path_peak_fanout": 45,
        "worstSetupPathType": "register to primary output",
        "timing.critical_path.arrival_ps": 7250,
        "cp_data_required_time_ps": 16640,
    },
    "final_timing": {
        "drv_slew": 0,
        "final.min_clock_period_ps": 11410,
        "min_period_over_period": 0.549,
        "setup_ws_ps": 9390,
        "unclocked_pins": 21,
        "grt_setup_unrepaired": "false",
        "max_slew.worst_pin.slew_ps": 1040,
        "unconstrained_endpoints": 1045,
        "maxClockFrequency_ghz": 0.0876,
        "setup_tns_ps": 0,
        "report.final.hold_viol_count": 0,
        "finalClockSkew_ps": 67.8,
        "slew_headroom": 0.301,
        "finalSetupViolations": 0,
    },
    "drt": {
        "drtIter0Drc": 3771,
        "drc": 0,
        "drt-vias-per-instance": 5.95,
        "antenna_left": 0,
        "detail_route.wl_per_cell_um": 31.9,
        "vias": 42200,
        "detail_route.wirelength_mm": 226,
        "detail_route.first_pass.iterations": 7,
    },
    "synth": {
        "ys.flops": 1045,
        "yosys_cells": 4403,
        "number_of_synthesized_flops_with_an_enable_pin": 1024,
        "syn-cell-area_um2": 59500,
        "instance_tally_after_logic_synthesis": 4403,
        "synth_cell_types": 102,
        "post_synth_arst_share": 0,
        "post_synth.cell_area_avg_um2": 13.5,
        "ys.flop_type": "sky130_fd_sc_hd__edfxtp_1",
        "yosys-stat-area_um2": 59500,
        "synth_warnings": 5,
    },
    "floorplan": {
        "die_width_um": 447,
        "floorplan.die.height_um": 447,
        "pin_count": 30,
        "die-area_um2": 200000,
        "core_region_area_um2": 197000,
        "number_of_placement_rows": 163,
        "fp_util": 0.302,
    },
    "layout": {
        "layout-area-overhead-vs-synth_pct": 11.5,
        "fraction_of_layout_instances_using_a_drive_strength_above_1": 0.184,
    },
    "placement": {
        "place_ws_ps": 10080,
        "port_buffers": 29,
        "post-dp-hpwl_mm": 147,
        "gp_routability_congestion": 1.05,
    },
    "cts": {
        "cts.htree.levels": 3,
        "cts.reportedPaths.clkPinSlew_ps": 60,
        "root_buffer": "sky130_fd_sc_hd__clkbuf_16",
        "cts_resized": 0,
        "cts_tree": "done",
        "hold_buffers": 0,
        "cts_buffers": 100,
        "worstSkewPairLatency_ps": 760,
        "clock_tree.buffer_depth": 3,
        "post_cts_buffers": 0,
    },
    "power_and_ir_drop": {
        "vdd.ir_drop.worst_mv": 0.0676,
        "cellLeakagePower_nw": 22.7,
        "pwr_cell_area_nw_per_um2": 84.1,
        "power_mw": 5.58,
    },
    "flow_run": {
        "openroad_warning_count": 93,
        "max_cap_violations": 0,
    },
    "global_routing": {
        "grt_start_max_net_pins": 103,
        "grt-ovfl-total": 0,
        "grt_pass1_wl_mm": 321,
        "grt_pass1_vias": 43800,
        "groute.usage.overall": 0.237,
        "number_of_antenna_violations_at_the_first_check_in_global_routing": 4,
    },
    "outcome": {
        "status": "finished, final reports clean",
    },
    "worst_hold_path": {
        "worst_hold_path_type": "register to register",
    },
}
layer usage:
| metal | vias to the layer above | track usage | routed length (um) |
|---|---|---|---|
| met1 | 20800 | 0.275 | 76500 |
| met4 | 20 | 0.0957 | 11800 |
| met5 | - | 0.0100 | 317 |
| met3 | 599 | 0.161 | 37600 |
| li1 | 17700 | - | - |
| met2 | 3065 | 0.344 | 100000 |
critical path, stage by stage (launching register included):
cell and delay, ps:
sky130_fd_sc_hd__edfxtp_1 390, sky130_fd_sc_hd__mux4_2 470, sky130_fd_sc_hd__mux2_4 280, sky130_fd_sc_hd__nand3_2 80, sky130_fd_sc_hd__and4_4 590, sky130_fd_sc_hd__buf_4 460, sky130_fd_sc_hd__inv_8 220, sky130_fd_sc_hd__ha_1 310
sky130_fd_sc_hd__a21oi_1 210, sky130_fd_sc_hd__o211ai_1 270, sky130_fd_sc_hd__o2111ai_1 350, sky130_fd_sc_hd__nand4b_1 210, sky130_fd_sc_hd__a221oi_1 490, sky130_fd_sc_hd__o21a_1 320, sky130_fd_sc_hd__nor2_1 60, sky130_fd_sc_hd__o21a_1 160
sky130_fd_sc_hd__o31ai_1 200, sky130_fd_sc_hd__o2bb2ai_1 130, sky130_fd_sc_hd__a31oi_1 560, sky130_fd_sc_hd__clkdlybuf4s50_1 600
cells in the final DEF, fill, tap and decap left out, types with 17 or more instances in the layout:
cell type	instances
sky130_fd_sc_hd__a21oi_1	198
sky130_fd_sc_hd__nand4_1	40
sky130_fd_sc_hd__and3_1	21
sky130_fd_sc_hd__mux2_2	48
sky130_fd_sc_hd__ha_1	96
sky130_fd_sc_hd__nor2b_1	17
sky130_fd_sc_hd__clkbuf_16	100
sky130_fd_sc_hd__a22oi_1	186
sky130_fd_sc_hd__nand2b_1	25
sky130_fd_sc_hd__o22ai_1	49
sky130_fd_sc_hd__xnor2_1	18
sky130_fd_sc_hd__a31oi_1	17
sky130_fd_sc_hd__mux2i_1	634
sky130_fd_sc_hd__nor2_1	196
sky130_fd_sc_hd__clkbuf_1	21
sky130_fd_sc_hd__mux4_2	319
sky130_fd_sc_hd__clkdlybuf4s50_1	29
sky130_fd_sc_hd__inv_1	100
sky130_fd_sc_hd__clkinv_2	18
sky130_fd_sc_hd__o2111ai_1	19
sky130_fd_sc_hd__nor3_1	47
sky130_fd_sc_hd__a221oi_1	42
sky130_fd_sc_hd__clkinv_1	20
sky130_fd_sc_hd__nor2_4	33
sky130_fd_sc_hd__o211ai_1	24
sky130_fd_sc_hd__buf_4	178
sky130_fd_sc_hd__a221o_1	19
sky130_fd_sc_hd__nand2_1	208
sky130_fd_sc_hd__edfxtp_1	1024
sky130_fd_sc_hd__a211oi_1	24
sky130_fd_sc_hd__a22o_1	17
sky130_fd_sc_hd__nand3_1	179
sky130_fd_sc_hd__o21ai_0	92
registers in the layout, indices dropped and copies added (netlist names):
| name | cells |
|---|---|
| reg_32_32.RFile | 1024 |
| IR | 15 |
| Alu.ALU_ctrl | 6 |
kinds of logic after synthesis:
kind of cell,count (synthesis),synth area share
flops,1024,0.517
mux,1008,0.239
simple gates,919,0.0764
compound gates,869,0.101
buf+inv,442,0.0373
fa+ha+maj,98,0.0209
xor+xnor,22,0.00324
latches,21,0.00530
cell type report:
| type | count | area [um^2] |
|---|---|---|
| antenna | 2 | 5.00 |
| clock buffer | 121 | 2580 |
| clock inverter | 60 | 674 |
| fill | 18900 | 131000 |
| inverter | 104 | 402 |
| multi-input combinational | 2916 | 26600 |
| sequential | 1045 | 31100 |
| tap | 2640 | 3300 |
| timing repair buffer | 210 | 1690 |
synthesized netlist by cell type, drive strengths merged (49+ instances only):
cell type,number,area (um^2)
nand3,180,906
edfxtp,1024,30700
inv,104,400
a22oi,186,1400
a21oi,199,996
mux4,321,7240
clkbuf,113,424
buf,225,1400
nand2,210,793
o22ai,49,307
mux2,51,582
mux2i,636,6370
nor3,55,302
ha,96,1200
o21ai,96,480
nor2,235,890
per-stage QoR:
step / util / instances / hold WS [ps] / area, um^2
2_1_floorplan: - / 4403 / 1260 / 59500
3_3_place_gp: 0.320 / 6915 / 1630 / 63100
3_5_place_dp: 0.320 / 6915 / 1650 / 63100
4_1_cts: 0.336 / 7096 / 1660 / 66300
5_1_grt: 0.336 / 7097 / 1770 / 66300
6_report: 0.336 / 7098 / 1670 / 66300
where the power goes:
group | leakage, nW | internal (mW) | switching [mW]
clock | 1.58 | 1.03 | 0.806
sequential | 9.45 | 2.51 | 0.0317
combinational | 11.6 | 0.376 | 0.832
total | 22.7 | 3.91 | 1.67
final timing paths:
path / endpoint / cells past startpoint / slack (ps) / from
worst max-delay path: OUT[13] / 19 / 9390 / reg_32_32.RFile[17][1]$_DFFE_PP_
worst min register to register: reg_32_32.RFile[18][8]$_DFFE_PP_ / 8 / 1670 / reg_32_32.RFile[9][9]$_DFFE_PP_
worst min-delay path: reg_32_32.RFile[18][8]$_DFFE_PP_ / 8 / 1670 / reg_32_32.RFile[9][9]$_DFFE_PP_
worst max register to register: reg_32_32.RFile[28][31]$_DFFE_PP_ / 17 / 14690 / reg_32_32.RFile[17][1]$_DFFE_PP_
No activity file was given, so power comes from the tool's default toggle rates.
